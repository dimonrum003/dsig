File: design/flow/config.mk
export PLATFORM = sky130hd
export DESIGN_NAME = dsig_top
export DESIGN_NICKNAME = dsig_top
export VERILOG_FILES = /design/flow/design.v
export SDC_FILE = /design/flow/constraint.sdc
export NUM_CORES = 4
export LEC_CHECK = 1
export CORE_UTILIZATION = 40
File: design/flow/constraint.sdc
current_design dsig_top

set clk_period 5.4
set clk_io_pct 0.2

create_clock -name clk0 -period $clk_period [get_ports {clk_i}]

set non_clock_inputs [all_inputs -no_clocks]
set_input_delay [expr $clk_period * $clk_io_pct] -clock clk0 $non_clock_inputs
set_output_delay [expr $clk_period * $clk_io_pct] -clock clk0 [all_outputs]
File: design/flow/design.v
module dsig_top #(
    parameter DATA_BITS = 24,   		 
    parameter BAUD_RATE = 9600,		 
    parameter CLK_FREQ  = 50000000	 
) (
	(*chip_pin= "23"*)  input wire clk_i,		 
   (*chip_pin= "25"*)  input wire rstn_i,		 
   (*chip_pin= "115"*) input wire rx_i,     	 
   (*chip_pin= "114"*) output wire tx_o     	 
);
	 uart_top #(
        .DATA_BITS	(DATA_BITS	),
		  .BAUD_RATE	(BAUD_RATE	),
		  .CLK_FREQ		(CLK_FREQ	)
    ) uart_top_inst (
        .clk_i  		(clk_i	),
        .rstn_i		(rstn_i	),
        .rx_i  		(rx_i		),
		  .tx_o  		(tx_o		)
    );
endmodule
module uart_rx #(
	parameter BAUD_RATE = 9600,		 
   parameter CLK_FREQ  = 50000000	 
) (
	input wire rstn_i,
	input wire clk_i,
	input wire rx_i,
	output reg [7:0]rx_byte_o,
	output reg rbyte_ready_o
	);
	localparam RCONST = 5208;
	reg [15:0]cnt;
	reg [3:0]num_bits;  
	always @(posedge clk_i or negedge rstn_i)
	begin
		 if (!rstn_i)
			  cnt <= 0;
		 else
		 begin
			  if (cnt == RCONST || num_bits==9)
					cnt <= 0;
			  else
					cnt <= cnt + 1'b1;
		 end
	end
	reg [7:0]shift_reg;  
	always @(posedge clk_i or negedge rstn_i)
	begin
		 if (!rstn_i)
		 begin
			  num_bits <= 0;
			  shift_reg <= 0;
		 end
		 else
		 begin
			  if (num_bits==9 && rx_i==1'b0)
					num_bits <= 0;
			  else
			  if (cnt == RCONST)
					num_bits <= num_bits + 1'b1;
			  if (cnt == RCONST/2)
					shift_reg <= {rx_i,shift_reg[7:1]};
		 end
	end
	always @(posedge clk_i or negedge rstn_i)
		 if (!rstn_i)
		 begin
			  rx_byte_o <= 0;
		 end
		 else
		 begin    
		 if (num_bits==9)
			  rx_byte_o <= shift_reg[7:0];
		 end
	reg [1:0]flag;
	always @(posedge clk_i or negedge rstn_i)
		 if (!rstn_i)
			  flag <= 2'b00;
		 else
			  flag <= {flag[0],(num_bits==9)};
	always @*
		 rbyte_ready_o = (flag==2'b01);
endmodule
module uart_top #(
	parameter DATA_BITS = 24,   		 
	parameter BAUD_RATE = 9600,		 
	parameter CLK_FREQ  = 50000000	 
) (
	input wire rstn_i,
	input wire clk_i,
	input wire rx_i,
	output wire tx_o
	);
	reg [DATA_BITS-1:0] data_reg; 		 
	reg [DATA_BITS-1:0] sent_data_reg; 	 
	reg [7:0] sbyte_i;						 
	reg [1:0] byte_count;     				 
	reg [2:0] sent_byte_count;   			 
	reg data_ready;           				 
	reg tx_start_i;             			 
	reg rx_clk_en;								 
	reg data_almost_ready;					 
	reg data_almost_finally_ready;		 
	wire [7:0] rx_byte_o; 					 
	wire rbyte_ready_o; 						 
	wire tx_busy_o;             			 
	wire rx_clk_i;								 
	assign rx_clk_i = rx_clk_en ? clk_i : 1'b0;
	uart_rx #(
	  .BAUD_RATE		(BAUD_RATE		),
	  .CLK_FREQ			(CLK_FREQ		)
	) uart_rx_inst (
	  .rstn_i			(rstn_i			),
	  .clk_i				(rx_clk_i		),
	  .rx_i				(rx_i				),
	  .rx_byte_o		(rx_byte_o		),
	  .rbyte_ready_o	(rbyte_ready_o	)
	);
	uart_tx #(
	  .BAUD_RATE	(BAUD_RATE	),
	  .CLK_FREQ		(CLK_FREQ	)
	) uart_tx_inst (
	  .rstn_i		(rstn_i		),
	  .clk_i			(clk_i		),
	  .sbyte_i		(sbyte_i		),
	  .send_i		(tx_start_i	),
	  .tx_o			(tx_o			),
	  .busy_o		(tx_busy_o	)
	);
	always @(posedge clk_i or negedge rstn_i)
	begin
	  if (!rstn_i)
	  begin
			data_reg <= 0;
			sent_data_reg <= 0;
			byte_count <= 0;
			data_ready <= 0;
			tx_start_i <= 0;
			rx_clk_en <= 1;
			sent_byte_count <= 0;
			sbyte_i <= 0;
			data_almost_ready <= 0;
			data_almost_finally_ready <= 0;
	  end else if (rbyte_ready_o && !data_almost_ready)
	  begin
			data_reg <= {data_reg[15:0], rx_byte_o};   
			byte_count <= byte_count + 1'b1;
			if (byte_count == 3)
			begin
				 data_almost_ready <= 1;
				 rx_clk_en <= 0;	 
			end
	  end else if (data_almost_ready && !data_almost_finally_ready)
	  begin
			data_almost_finally_ready <= 1;
			sent_data_reg <= data_reg;
	  end else if (data_almost_finally_ready && !data_ready)
	  begin
			data_ready <= 1;
			tx_start_i <= 1;
	  end else if (data_ready && !tx_busy_o && sent_byte_count < 3)
	  begin
			tx_start_i <= 1;
			data_ready <= 0;   
			sent_byte_count <= sent_byte_count + 1'b1;
			sbyte_i <= sent_data_reg[23:16];
			sent_data_reg <= {sent_data_reg[15:0], {8{1'b0}}};
	  end else
	  begin
			tx_start_i <= 0;
	  end
	end
endmodule
module uart_tx #(
	parameter BAUD_RATE = 9600,		 
   parameter CLK_FREQ  = 50000000	 
) (
	input wire rstn_i,
	input wire clk_i,    
	input wire [7:0]sbyte_i,
	input wire send_i,
	output reg tx_o,
	output reg busy_o 
	);
	localparam RCONST = 5208;
	reg [8:0]send_reg;
	reg [3:0]send_num;
	reg [15:0]send_cnt;
	wire send_time; 
	assign send_time = (send_cnt == RCONST);
	always @(posedge clk_i or negedge rstn_i)
	begin
		 if (!rstn_i)
		 begin
			  send_reg <= 0;
			  send_num <= 0;
			  send_cnt <= 0;
		 end
		 else
		 begin
			  if (send_i)
					send_cnt <= 0;
			  else
					if (send_time)
						 send_cnt <= 0;
					else
						 send_cnt <= send_cnt + 1'b1;
			  if (send_i)
			  begin
					send_reg <= {sbyte_i,1'b0};
					send_num <= 0;
			  end
			  else 
			  if (send_time && send_num!=10)
			  begin
					send_reg <= {1'b1,send_reg[8:1]};
					send_num <= send_num + 1'b1;
			  end
		 end
	end
	always @*
	begin
		 busy_o = (send_num!=10);
		 tx_o = send_reg[0];
	end
endmodule
File: design/flow/run.sh
#!/bin/bash
# OpenROAD 26Q1-2900-gdf79404cd8, Yosys 0.63+post, stock flow scripts
make -C /OpenROAD-flow-scripts/flow DESIGN_CONFIG=/design/flow/config.mk WORK_HOME=/design/flow/orfs finish
==> impl_metrics.env <==
# yosys + openroad results
export IMPL_core_um2=14100
export IMPL_path_clk_slew_ps=60
export IMPL_top_cells_by_count="dfrtp_1, nand2_1, nor2_1"
export IMPL_yosys_area_um2=5880
export IMPL_grt_util_all_layers_pct=15.4
export IMPL_clkLatencyLatePin_ps=660
export IMPL_topCellsByArea="dfrtp_1, nand2_1, mux2_2"
export IMPL_power_density_nw_per_um2=232
export IMPL_setup_ws_ps=2350
export IMPL_slew_limit_headroom_pct=43.4
export IMPL_critical_path_startpoint_type="register"
export IMPL_postSynthSeqShare_pct=56.6
export IMPL_post_route_util_pct=47.4
export IMPL_cp_data_arrival_time_ps=3250
export IMPL_syn2layout_area_growth_pct=13.6
export IMPL_rsz0062_at_grt="no"
export IMPL_holdPathStages=4
export IMPL_hold_path_class="reg -> gate"
export IMPL_crit_required_ps=5610
export IMPL_synth_distinct_cells=52
export IMPL_fp_util_pct=41.7
export IMPL_ant_nets=0
export IMPL_grt_antenna_before_repair=0
export IMPL_grt_first_pass_wirelength_mm=18.0
export IMPL_wl_met2_mm=4.46
export IMPL_avgSynthCellArea_um2=10.6
export IMPL_diodes=0
export IMPL_vias=3880
export IMPL_grt_max_degree=56
export IMPL_ys_warn_count=3
export IMPL_post_cts_resized=0
export IMPL_vias_per_cell=5.18
export IMPL_synth_top_flop_cell="dfrtp_1"
export IMPL_die_area_um2=15200
export IMPL_top_layer="met4"
export IMPL_drt_met1_wl_mm=5.19
export IMPL_ys_ff=133
export IMPL_routed_wl_mm=10.2
export IMPL_drv_slew=0
export IMPL_synth_edff_count=0
export IMPL_synth_area_um2=5880
export IMPL_io_pins=4
export IMPL_portBuffers=3
export IMPL_avgRoutedWirePerCell_um=13.6
export IMPL_setup_violations=0
export IMPL_dpl_cell_count=717
export IMPL_cts_setup_buffers=0
export IMPL_p_leak_nw=3.23
export IMPL_postSynthCellCount=556
export IMPL_finalHoldViolations=0
export IMPL_dp_slack_ps=2880
export IMPL_fp_row_count=43
export IMPL_reg2reg_from="uart_top_inst.uart_tx_inst.send_num[0]"
export IMPL_drtIter0Drc=214
export IMPL_tns_ps=0
export IMPL_rr_endpoint="uart_top_inst.sent_data_reg[19]"
export IMPL_crit_type="reg -> gate"
export IMPL_max_slew_worst_pin_slew_ps=847
export IMPL_cts_tree="done"
export IMPL_async_reset_ff_share_pct=100
export IMPL_min_delay_start="uart_top_inst.rx_clk_en"
export IMPL_warnings=29
export IMPL_fp_dieH_um=123
export IMPL_nFillCells=1247
export IMPL_first_global_vias=3754
export IMPL_status="finished clean"
export IMPL_r2r_cells=6
export IMPL_yosys_stat_cells=556
export IMPL_crit_fanout=2
export IMPL_r2r_setup_slack_ps=2860
export IMPL_layout_drive_gt1_share_pct=14.6
export IMPL_ir_drop_uv=139
export IMPL_dr_wl_met3_um=391
export IMPL_place_gp_congestion=0.780
export IMPL_hpwl_mm=6.31
export IMPL_cap_viol_max_count=0
export IMPL_grt_overflow=0
export IMPL_cp_end_kind="clock gate"
export IMPL_final_cells=749
export IMPL_drc_errors=0
export IMPL_drt_pass1_iter_count=4
export IMPL_finClkSkew_ps=95.4
export IMPL_die_width_um=123
export IMPL_synth_top_area_share_pct=56.2
export IMPL_yosysTopAreaCell="dfrtp_1"
export IMPL_top_cell="dfrtp_1"
==> worst max-delay path: stages, from the launching register on <==
cell,delay [ps]
dfstp_2,520
dlygate4sd3_1,540
dlygate4sd3_1,540
dlygate4sd3_1,550
dlygate4sd3_1,540
==> kinds of logic after synthesis <==
group,after synthesis,share of synthesized area [%]
muxes,18,3.43
adders and majority gates,10,2.13
AOI/OAI and AO/OA,73,9.09
and+or+nand+nor,251,21.5
xor gates and xnor gates,29,4.32
DFF,133,56.6
buffers and inverters,42,2.94
==> cell type report <==
cell class                      count  area [um^2]  share of cell area [%]
Clock buffer                       19          454                    6.80
Clock inverter                      9          134                    2.00
Inverter                           15         56.3                   0.843
Multi-Input combinational cell    381         2380                    35.6
Sequential cell                   133         3330                    49.8
Tap cell                          180          225                    3.37
Timing Repair Buffer               12          105                    1.57
==> layer usage <==
metal  GRT usage, %  vias to the layer above
li1               -                     1932
met1           25.0                     1877
met2           22.0                       55
met3           4.00                       16
met4           2.41                        0
met5              0                        -
==> where the power goes <==
| group | internal (mW) | switching, mW | total (mW) |
|---|---|---|---|
| Clock | 0.533 | 0.288 | 0.821 |
| Sequential | 0.711 | 0 | 0.711 |
| Combinational | 0.00204 | 0.0186 | 0.0206 |
| Total | 1.25 | 0.307 | 1.55 |
==> through the flow <==
step	hold slack (ps)	power [mW]	area, um^2
2_1_floorplan	-2360	0.725	5880
3_3_place_gp	-2360	0.747	6050
3_5_place_dp	-2360	0.748	6050
4_1_cts	191	1.58	6680
5_1_grt	281	1.61	6680
6_report	189	1.55	6680
==> how the worst max path moves through the flow <==
| stage | startpoint | endpoint | depth (start not counted) |
|---|---|---|---|
| 6_report | uart_top_inst.rx_clk_en | clock gate | 4 |
| 4_1_cts | uart_top_inst.rx_clk_en | clock gate | 4 |
| 5_1_grt | uart_top_inst.rx_clk_en | clock gate | 4 |
==> cell usage in the layout (no fill, tap or decap), types with 10 or more instances in the layout <==
master     count
dfrtp_1      132
nand2_1      115
nor2_1        35
xnor2_1       21
a21oi_1       18
nand2b_1      18
clkbuf_16     18
mux2_2        17
nand3_1       16
o21ai_0       16
o221a_2       16
inv_1         14
ha_1          10
==> what timing repair did <==
action                                  CTS  global route
endpoints found under the hold margin     1             0
hold buffers                              4             0
endpoints found under the setup margin    0             0
No activity file was given, so power comes from the tool's default toggle rates.
