==> design/flow/run.sh <==
#!/bin/bash
# OpenROAD 26Q1-2900-gdf79404cd8, Yosys 0.63+post, stock flow scripts
make -C /OpenROAD-flow-scripts/flow DESIGN_CONFIG=/design/flow/config.mk WORK_HOME=/design/flow/orfs finish
==> design/flow/config.mk <==
export PLATFORM = sky130hd
export DESIGN_NAME = data_ctrl
export DESIGN_NICKNAME = data_ctrl
export VERILOG_FILES = /design/flow/design.v
export SDC_FILE = /design/flow/constraint.sdc
export NUM_CORES = 4
export LEC_CHECK = 1
export CORE_UTILIZATION = 50
==> design/flow/constraint.sdc <==
current_design data_ctrl

set clk_period 9.0
set clk_io_pct 0.2

create_clock -name clk0 -period $clk_period [get_ports {clk_i}]

set non_clock_inputs [all_inputs -no_clocks]
set_input_delay [expr $clk_period * $clk_io_pct] -clock clk0 $non_clock_inputs
set_output_delay [expr $clk_period * $clk_io_pct] -clock clk0 [all_outputs]
==> design/flow/design.v <==
module data_ctrl #(
	parameter DATA_BITS = 24,   		 
	parameter BAUD_RATE = 9600,		 
	parameter CLK_FREQ  = 50000000	 
) (
	input wire rstn_i,
	input wire clk_i,
	input wire rx_i,
	output wire tx_o,
	output reg [DATA_BITS-1:0] data_o,
	output reg mode_o,
	output reg user_id,
	output reg dsig,
	output reg public_key
	);
	reg [DATA_BITS-1:0] data_reg; 		 
	reg [DATA_BITS-1:0] sent_data_reg; 	 
	reg [7:0] sbyte_i;						 
	reg [1:0] byte_count;     				 
	reg [2:0] sent_byte_count;   			 
	reg data_ready;           				 
	reg tx_start_i;             			 
	reg rx_clk_en;								 
	reg data_almost_ready;					 
	reg data_almost_finally_ready;		 
	wire [7:0] rx_byte_o; 					 
	wire rbyte_ready_o; 						 
	wire tx_busy_o;             			 
	wire rx_clk_i;								 
	assign rx_clk_i = rx_clk_en ? clk_i : 1'b0;
	uart_rx #(
	  .BAUD_RATE		(BAUD_RATE		),
	  .CLK_FREQ			(CLK_FREQ		)
	) uart_rx_inst (
	  .rstn_i			(rstn_i			),
	  .clk_i				(rx_clk_i		),
	  .rx_i				(rx_i				),
	  .rx_byte_o		(rx_byte_o		),
	  .rbyte_ready_o	(rbyte_ready_o	)
	);
	uart_tx #(
	  .BAUD_RATE	(BAUD_RATE	),
	  .CLK_FREQ		(CLK_FREQ	)
	) uart_tx_inst (
	  .rstn_i		(rstn_i		),
	  .clk_i			(clk_i		),
	  .sbyte_i		(sbyte_i		),
	  .send_i		(tx_start_i	),
	  .tx_o			(tx_o			),
	  .busy_o		(tx_busy_o	)
	);
	always @(posedge clk_i or negedge rstn_i)
	begin
	  if (!rstn_i)
	  begin
			data_reg <= 0;
			sent_data_reg <= 0;
			byte_count <= 0;
			data_ready <= 0;
			tx_start_i <= 0;
			rx_clk_en <= 1;
			sent_byte_count <= 0;
			sbyte_i <= 0;
			data_almost_ready <= 0;
			data_almost_finally_ready <= 0;
	  end else if (rbyte_ready_o && !data_almost_ready)
	  begin
			data_reg <= {data_reg[15:0], rx_byte_o};   
			byte_count <= byte_count + 1'b1;
			if (byte_count == 3)
			begin
				 data_almost_ready <= 1;
				 rx_clk_en <= 0;	 
			end
	  end else if (data_almost_ready && !data_almost_finally_ready)
	  begin
			data_almost_finally_ready <= 1;
			sent_data_reg <= data_reg;
	  end else if (data_almost_finally_ready && !data_ready)
	  begin
			data_ready <= 1;
			tx_start_i <= 1;
	  end else if (data_ready && !tx_busy_o && sent_byte_count < 3)
	  begin
			tx_start_i <= 1;
			data_ready <= 0;   
			sent_byte_count <= sent_byte_count + 1'b1;
			sbyte_i <= sent_data_reg[23:16];
			sent_data_reg <= {sent_data_reg[15:0], {8{1'b0}}};
	  end else
	  begin
			tx_start_i <= 0;
	  end
	end
endmodule
module uart_rx #(
	parameter BAUD_RATE = 9600,		 
   parameter CLK_FREQ  = 50000000	 
) (
	input wire rstn_i,
	input wire clk_i,
	input wire rx_i,
	output reg [7:0]rx_byte_o,
	output reg rbyte_ready_o
	);
	localparam RCONST = 5208;
	reg [15:0]cnt;
	reg [3:0]num_bits;  
	always @(posedge clk_i or negedge rstn_i)
	begin
		 if (!rstn_i)
			  cnt <= 0;
		 else
		 begin
			  if (cnt == RCONST || num_bits==9)
					cnt <= 0;
			  else
					cnt <= cnt + 1'b1;
		 end
	end
	reg [7:0]shift_reg;  
	always @(posedge clk_i or negedge rstn_i)
	begin
		 if (!rstn_i)
		 begin
			  num_bits <= 0;
			  shift_reg <= 0;
		 end
		 else
		 begin
			  if (num_bits==9 && rx_i==1'b0)
					num_bits <= 0;
			  else
			  if (cnt == RCONST)
					num_bits <= num_bits + 1'b1;
			  if (cnt == RCONST/2)
					shift_reg <= {rx_i,shift_reg[7:1]};
		 end
	end
	always @(posedge clk_i or negedge rstn_i)
		 if (!rstn_i)
		 begin
			  rx_byte_o <= 0;
		 end
		 else
		 begin    
		 if (num_bits==9)
			  rx_byte_o <= shift_reg[7:0];
		 end
	reg [1:0]flag;
	always @(posedge clk_i or negedge rstn_i)
		 if (!rstn_i)
			  flag <= 2'b00;
		 else
			  flag <= {flag[0],(num_bits==9)};
	always @*
		 rbyte_ready_o = (flag==2'b01);
endmodule
module uart_tx #(
	parameter BAUD_RATE = 9600,		 
   parameter CLK_FREQ  = 50000000	 
) (
	input wire rstn_i,
	input wire clk_i,    
	input wire [7:0]sbyte_i,
	input wire send_i,
	output reg tx_o,
	output reg busy_o 
	);
	localparam RCONST = 5208;
	reg [8:0]send_reg;
	reg [3:0]send_num;
	reg [15:0]send_cnt;
	wire send_time; 
	assign send_time = (send_cnt == RCONST);
	always @(posedge clk_i or negedge rstn_i)
	begin
		 if (!rstn_i)
		 begin
			  send_reg <= 0;
			  send_num <= 0;
			  send_cnt <= 0;
		 end
		 else
		 begin
			  if (send_i)
					send_cnt <= 0;
			  else
					if (send_time)
						 send_cnt <= 0;
					else
						 send_cnt <= send_cnt + 1'b1;
			  if (send_i)
			  begin
					send_reg <= {sbyte_i,1'b0};
					send_num <= 0;
			  end
			  else 
			  if (send_time && send_num!=10)
			  begin
					send_reg <= {1'b1,send_reg[8:1]};
					send_num <= send_num + 1'b1;
			  end
		 end
	end
	always @*
	begin
		 busy_o = (send_num!=10);
		 tx_o = send_reg[0];
	end
endmodule
==> reports/metrics.csv <==
metric,value,unit
clock_skew,0.1066,ns
r2r_cells,4,
aoi_share,6.236,%
dp_hpwl,6064,µm
simple_gate_share,15.57,%
ys_seq_elements,133,
cts_tree,yes,
detail-route-antenna-nets,0,
antenna_found_initial,0,
num_rows,39,
via_per_inst,5.309,
initCoreUtil,52.05,%
syn_area,6020,µm²
ys_sh_mux,10.87,%
grt_max_degree,59,
yosysUniqueCellTypes,49,
worst_slew_pin_slew,0.7103,ns
hp-start,rx_clk_en$_DFFE_PN1P_,
grt_pass1_vias,3683,
leakage,3.266,nW
top_cell_area_share,54.87,%
p_per_area,130.4,nW/µm²
yosysTopAreaCell,dfrtp_1,
criticalPathCategory,flop to clock gate,
rr_startpoint,uart_tx_inst.send_cnt[8]$_DFF_PN0_,
yosysMostFrequentCell,dfrtp_1,
end_kind,clock gate,
setup_tns,0,ns
arrival,4.87,ns
ys_sh_xor,4.074,%
status,finished clean,
ioPinCount,32,
yosys_cells,552,
r2r_slack,6.57,ns
dieWidth,111.7,µm
antenna_cells,0,
via_count,3817,
maxCapViolCount,0,
finalHoldViolCount,0,
grt_first_pass_wirelength,17400,µm
clk_latency,0.66,ns
slew_headroom,52.64,%
yosys-stat-area,6020,µm²
ys_warn_count,31,
rsz0062_at_grt,no,
top_cells_by_area,"dfrtp_1 55%, mux2_2 8.0%, nand2_1 4.2%",
vdd_drop_max,0.00008944,V
whs,0.04347,ns
netlist_top_cells_count,"132 x dfrtp_1, 68 x nand2_1, 43 x mux2_2, 40 x o21ai_0, 37 x nor2_1",
avgSynthCellArea,10.90,µm²
clk_pin_slew,0.06,ns
r2r_end,uart_tx_inst.send_cnt[2]$_DFF_PN0_,
critPathMaxFanout,2,
dieHeight,111.7,µm
area_growth,11.10,%
hold_depth,7,
globalplace.congestion,0.7978,
syn_inst,552,
wl,9660,µm
min_path_type,flop to clock gate,
async_flop_share,100.0,%
dieArea,12480,µm²
grtUsageMet1,29.55,%
use_met3,2.770,%
finalMaxSlewViolations,0,
drive_gt1_share,15.45,%
io_buffers,3,
grt_busiest_layer,met1,
yosysSeqAreaShare,55.31,%
routedWlPerCell,13.44,µm
drtIter0Drc,241,
synthAdderAreaFrac,2.079,%
route.detailed.drc,0,
firstDrtPassIters,16,
setup_viol,0,
cp-start-kind,flop,
grt_use_met2,25.55,%
core,11560,µm²
overflow,0,
warnings,29,
synth.logic.top_family,simple AND/OR/NAND/NOR gates,
ys.flop_type,dfrtp_1,
edf_count,0,
grt.total_usage,17.46,%
cp.required,9.21,ns
-- final cells by class --
type / instances / area, µm²
fillers: 926 / 4877
flip-flops and latches: 133 / 3329
multi-input cells: 382 / 2450
clock buffers: 20 / 457.9
well taps: 143 / 178.9
repair buffers: 19 / 165.2
inverters: 16 / 60.06
clock inverters: 6 / 46.29
-- metrics by stage --
step / area (µm²) / instances / power [mW] / utilization, % / setup slack (ns)
floorplan: 6121 / 579 / 0.4436 / - / 6.643
global placement: 6113 / 686 / 0.4488 / 52.86 / 6.068
detailed placement: 6113 / 686 / 0.4487 / 52.86 / 6.055
CTS: 6688 / 719 / 0.8873 / 57.83 / 4.291
global route: 6688 / 719 / 0.9060 / 57.83 / 4.132
finish: 6688 / 719 / 0.8723 / 57.83 / 4.333
-- metal layers --
layer | up-vias | wire length, µm
li1 | 1884 | -
met1 | 1851 | 5011
met2 | 68 | 4222
met3 | 14 | 271
met4 | 0 | 155
met5 | - | 0
-- placed cells by master, fill, tap and decap left out, types with 3 or more instances in the layout --
master         instances
xnor2_1               17
mux2_2                43
ha_1                  10
nor2b_1                8
o21ai_0               40
clkbuf_16             18
nor3_1                 9
nand4_1                9
or2_2                  3
buf_4                 10
or4_1                  3
xor2_1                11
or3_1                  3
mux2i_1               17
a21oi_1               16
nand2_1               68
nor4_1                 4
and3_1                 4
nand3_1               16
a31oi_1                8
dlygate4sd3_1          7
inv_1                 15
conb_1                28
dfrtp_1              132
nor2_1                37
-- worst max path at each step --
stage,start,to,cells after the start
6_report,rx_clk_en$_DFFE_PN1P_,clock gate,7
5_1_grt,rx_clk_en$_DFFE_PN1P_,clock gate,7
4_1_cts,rx_clk_en$_DFFE_PN1P_,clock gate,7
-- power by group --
group          total [mW]  internal, mW  switching (mW)
Clock               0.433         0.262           0.171
Sequential          0.427         0.427               0
Combinational      0.0126       0.00122          0.0114
-- cells by family after synthesis --
family / after synthesis
AND-OR/OR-AND: 70
XOR/XNOR: 28
adder cells (fa/ha/maj): 10
buffers and inverters: 64
flip-flops: 133
multiplexers: 60
other: 1
AND/OR/NAND/NOR: 186
-- critical path, cell delays in order (launching register included) --
cell           delay [ns]
dfstp_2              0.53
dlygate4sd3_1        0.54
dlygate4sd3_1        0.55
dlygate4sd3_1        0.54
dlygate4sd3_1        0.54
dlygate4sd3_1        0.54
dlygate4sd3_1        0.54
dlygate4sd3_1        0.54
-- repair_timing --
action,in CTS,in global routing
gates resized,0,0
buffers inserted,0,0
hold buffers,7,0
endpoints found under the hold margin,1,0
Power is estimated from default activity; no workload was simulated.
